<file path="flow/run.sh">
#!/bin/bash
# OpenROAD 26Q1-2900-gdf79404cd8, Yosys 0.63+post, stock flow scripts
make -C /OpenROAD-flow-scripts/flow DESIGN_CONFIG=/design/flow/config.mk WORK_HOME=/design/flow/orfs finish
</file>
<file path="flow/config.mk">
export PLATFORM = sky130hd
export DESIGN_NAME = UART
export DESIGN_NICKNAME = UART
export VERILOG_FILES = /design/flow/design.v
export SDC_FILE = /design/flow/constraint.sdc
export NUM_CORES = 4
export LEC_CHECK = 1
export CORE_UTILIZATION = 40
</file>
<file path="flow/constraint.sdc">
current_design UART

set clk_period 6.4
set clk_io_pct 0.2

create_clock -name clk0 -period $clk_period [get_ports {clk}]

set non_clock_inputs [all_inputs -no_clocks]
set_input_delay [expr $clk_period * $clk_io_pct] -clock clk0 $non_clock_inputs
set_output_delay [expr $clk_period * $clk_io_pct] -clock clk0 [all_outputs]
</file>
<file path="flow/design.v">
`timescale 1ns / 1ps
module PED(reset, clk, in, ped);
input           clk, reset, in;
output          ped;
reg             q1, q2;
reg             nq1, nq2;
assign ped = q1 & ~q2;
always @(*)
    begin 
    nq1 = in;
    nq2 = q1;
    end 
always @(posedge clk, posedge reset)
    if (reset) {q1,q2} <= 2'b0;
    else     {q1,q2} <= {nq1,nq2};
endmodule
`timescale 1ns / 1ps
module Rx_engine(clk, rst, BAUD_DECODE, EIGHT, PEN, OHEL, RX, 
                 READS, UART_RDATA, PERR, FERR, OVF, RX_RDY);
    input           clk, rst;
    input  [18:0]   BAUD_DECODE;
    input           EIGHT, PEN, OHEL;
    input           RX; 
    input           READS;
    output  [7:0]   UART_RDATA; 
    output          RX_RDY;
    output          PERR, FERR, OVF;
    wire   [18:0]   K;
    wire            BTU, DONE; 
    wire            Gen_Parity1, Gen_Parity2, Re_Parity;
    wire            Parity_Error;
    reg     [3:0]   Q;
    reg     [1:0]   state, n_state; 
    reg             START, DOIT;
    reg    [18:0]   count, n_count;
    reg     [3:0]   bit_count, bit_count_n;
    reg     [9:0]   shift_reg, RJ_out;
    reg             PERR, FERR, OVF, RX_RDY;
    reg             Stop_Bit;
    always @(posedge clk, posedge rst) 
        if (rst) 
            state <= 2'b0;
        else
            state <= n_state;
    always @*
        case(state)
            2'b00: begin 
                   n_state = RX?  2'b00 : 2'b01;
                   {START,DOIT} = 2'b00;
                   end
            2'b01: begin
                   n_state = RX?  2'b00 : (BTU? 2'b10 : 2'b01);
                   {START,DOIT} = 2'b11; 
                   end
            2'b10: begin
                   n_state = DONE? 2'b00 : 2'b10;
                   {START,DOIT} = 2'b01;
                   end
            default: {n_state,START,DOIT} = 4'b0;
        endcase
    assign K = START? BAUD_DECODE>>1 : BAUD_DECODE; 
    always @(posedge rst, posedge clk) 
        if (rst)
            count <= 19'b0; 
        else   
            count <= n_count; 
    always @(*) 
        casex({DOIT,BTU})
            2'b0?: n_count = 19'b0;
            2'b10: n_count = count + 19'b1;
            2'b11: n_count = 19'b0;
            default: n_count = 19'b0; 
        endcase
    assign BTU = (count == K);
    always @(*) 
        case({EIGHT,PEN})
            2'b00: Q = 4'd9;
            2'b01: Q = 4'd10; 
            2'b10: Q = 4'd10;
            2'b11: Q = 4'd11;
            default: Q = 4'd9;
        endcase
    always @(posedge clk, posedge rst) 
        if (rst)
            bit_count <= 4'b0; 
        else 
            bit_count <= bit_count_n;
    always @(*)
        casex({DOIT,BTU})
            2'b0?: bit_count_n = 4'd0;
            2'b10: bit_count_n = bit_count;
            2'b11: bit_count_n = bit_count + 4'b1; 
            default: bit_count_n = 4'd0;
        endcase
    assign DONE = (bit_count == Q); 
    always @(posedge clk, posedge rst) 
        if (rst) 
            shift_reg <= 10'b0; 
        else if (BTU & ~START)
            shift_reg <= {RX,shift_reg[9:1]};
        else
            shift_reg <= shift_reg;      
    always @(*)
        case({PEN,EIGHT}) 
            2'b00: RJ_out = {2'b0,shift_reg[9:2]}; 
            2'b01: RJ_out = {1'b0,shift_reg[9:1]}; 
            2'b10: RJ_out = {1'b0,shift_reg[9:1]};
            2'b11: RJ_out = shift_reg; 
            default: RJ_out  = 10'b0; 
        endcase   
    assign UART_RDATA =  RJ_out[7:0]; 
    assign Gen_Parity1 = EIGHT? ^RJ_out[7:0] : ^{1'b0,RJ_out[6:0]}; 
    assign Gen_Parity2 = OHEL? ~Gen_Parity1 : Gen_Parity1;
    assign Re_Parity = EIGHT? RJ_out[8] : RJ_out[7]; 
    assign Parity_Error  = PEN & DONE & (Gen_Parity2 ^ Re_Parity);
    always @(posedge clk, posedge rst)
        if (rst) 
            PERR <= 1'b0;
        else if (Parity_Error)
            PERR <= 1'b1;
        else if(READS) 
            PERR <= 1'b0;
        else 
            PERR <= PERR; 
    always @(*)
        case({EIGHT,PEN}) 
            2'b00: Stop_Bit = RJ_out[7];
            2'b01: Stop_Bit = RJ_out[8];
            2'b10: Stop_Bit = RJ_out[8];
            2'b11: Stop_Bit = RJ_out[9];
            default: Stop_Bit = 1'b0;
        endcase
    always @(posedge clk, posedge rst)
        if (rst) 
            FERR <= 1'b0; 
        else if (~Stop_Bit&DONE)
            FERR <= 1'b1;
        else if (READS)
            FERR <= 1'b0;
        else 
            FERR <= FERR; 
    reg         DONE_reg;     
    always @(posedge clk, posedge rst) 
        if (rst)
            DONE_reg <= 1'b0;
        else if (DONE) 
            DONE_reg <= 1'b0;
        else 
            DONE_reg <= DONE_reg;
    always @(posedge clk, posedge rst)
        if (rst) 
            OVF <= 1'b0;
        else if (DONE_reg & RX_RDY)
            OVF <= 1'b1; 
        else if (READS)
            OVF <= 1'b0;
        else
            OVF <= OVF;
    always @(posedge clk, posedge rst) 
        if (rst) 
            RX_RDY <= 1'b0;
        else if (DONE)
            RX_RDY <= 1'b1;
        else if (READS)
            RX_RDY <= 1'b0;
        else 
            RX_RDY <= RX_RDY;
endmodule
`timescale 1ns / 1ps
module UART(clk, rst, WRITES, READS, UDI, RX, UART_INT, TX, UDO);
    input               clk, rst, RX;
    input       [7:0]   READS, WRITES;
    input       [7:0]   UDI;
    output              TX, UART_INT;
    output      [7:0]   UDO; 
    reg         [7:0]   UART_config, UDO;
    wire       [18:0]   baud_decode; 
    wire        [7:0]   UART_RDATA;
    wire                TX_RDY, RX_RDY, TX_PED, RX_PED;
    wire                PERR, FERR, OVF;
    always @(posedge clk, posedge rst) 
        if (rst) 
            UART_config <= 8'b0;
        else if (WRITES[6])
            UART_config <= UDI; 
        else 
            UART_config <= UART_config;
    baud_decode 
        BAUD_DECODE(.clk(clk), 
                    .rst(rst), 
                    .baud_control(UART_config[7:4]), 
                    .baud_rate(baud_decode)); 
    Rx_engine
        RX_engine   (.clk(clk), 
                     .rst(rst), 
                     .BAUD_DECODE(baud_decode), 
                     .EIGHT(UART_config[3]), 
                     .PEN(UART_config[2]),
                     .OHEL(UART_config[1]), 
                     .RX(RX), 
                     .READS(READS[0]), 
                     .UART_RDATA(UART_RDATA), 
                     .PERR(PERR), 
                     .FERR(FERR), 
                     .OVF(OVF), 
                     .RX_RDY(RX_RDY));    
    transmit_engine
        TX_engine   (.clk(clk), 
                     .rst(rst), 
                     .write(WRITES[0]), 
                     .out_port(UDI), 
                     .eight(UART_config[3]), 
                     .pen(UART_config[2]), 
                     .ohel(UART_config[1]), 
		             .baud_decode(baud_decode), 
		             .TxRdy(TX_RDY), 
		             .Tx(TX));    
	always @(*)
	   begin
	   UDO = 8'b0;
	   if (READS[0])
	       UDO = UART_RDATA;
	   else if (READS[1])
	       UDO = {3'b0,OVF,FERR,PERR,TX_RDY,RX_RDY};
	   end 
    PED 
        RxPED (.reset(rst), .clk(clk), .in(RX_RDY), .ped(RX_PED));
    PED    
        TxPED (.reset(rst), .clk(clk), .in(TX_RDY), .ped(TX_PED));
    assign UART_INT = RX_PED | TX_PED;
endmodule
`timescale 1ns / 1ps
module baud_decode(clk, rst, baud_control, baud_rate);
    input           clk, rst;
    input    [3:0]  baud_control; 
    output  [18:0]  baud_rate;
    reg     [18:0]  baud_rate;
    always @(*)
        case(baud_control)
            4'b0000: baud_rate = 19'd333_333;
            4'b0001: baud_rate = 19'd83_333;
            4'b0010: baud_rate = 19'd41_667;
            4'b0011: baud_rate = 19'd20_833;
            4'b0100: baud_rate = 19'd10_417;
            4'b0101: baud_rate = 19'd5_208;
            4'b0110: baud_rate = 19'd2_604;
            4'b0111: baud_rate = 19'd1_736;
            4'b1000: baud_rate = 19'd868;
            4'b1001: baud_rate = 19'd434;
            4'b1010: baud_rate = 19'd217;
            4'b1011: baud_rate = 19'd109;
            default: baud_rate = 19'd10_417;
        endcase
endmodule
`timescale 1ns / 1ps
module transmit_engine(clk, rst, write, out_port, eight, pen, ohel, 
		       baud_decode, TxRdy, Tx);
    input           clk, rst; 
    input           write, eight, pen, ohel;
    input  [18:0]   baud_decode;
    input   [7:0]   out_port; 
    output          TxRdy, Tx;
    reg             TxRdy, doit;
    reg    [18:0]   count, n_count;
    reg     [3:0]   bit_count, n_bit_count;
    reg     [7:0]   out_port_reg;
    reg             write_reg;
    reg             b9, b10;
    reg    [10:0]   shift_reg;
    wire            done, btu;
    wire            EP, OP;
    always @(posedge rst, posedge clk)
        if (rst) 
            TxRdy <= 1'b1;
        else if (done == 1'b1)
            TxRdy <= 1'b1;
        else if (write == 1'b1) 
            TxRdy <= 1'b0;
        else    
            TxRdy <= TxRdy;
    always @(posedge rst, posedge clk)
        if (rst) 
            doit <= 1'b0;
        else if (write == 1'b1)
            doit <= 1'b1;
        else if (done == 1'b1) 
            doit <= 1'b0;
        else    
            doit <= doit;
    always @(posedge rst, posedge clk)
        if(rst)             
            count <= 19'b0;
        else    
            count <= n_count; 
    always @(*)
        casex ({doit,btu})
            2'b0?:      n_count = 19'b0;
            2'b10:      n_count = count + 1;
            2'b11:      n_count = 19'b0;
            default:    n_count = 19'b0;
        endcase
    assign btu = (count == baud_decode)? 1'b1 : 1'b0;
    always @(posedge rst, posedge clk)
        if(rst)             
            bit_count <= 4'b0;
        else    
            bit_count <= n_bit_count; 
    always @(*)
        casex ({doit,btu})
            2'b0?:      n_bit_count = 4'b0;
            2'b10:      n_bit_count = bit_count;
            2'b11:      n_bit_count = bit_count + 1;
            default:    n_bit_count = 4'b0;
        endcase
    assign done = (bit_count == 4'd11)? 1'b1 : 1'b0;  
    always @(posedge clk, posedge rst) 
        if(rst)
            out_port_reg <= 8'b0;
        else if (write)
            out_port_reg <= out_port; 
        else 
            out_port_reg <= out_port_reg; 
    always @(posedge clk, posedge rst)
        if(rst)
            write_reg <= 1'b0;
        else
            write_reg <= write;
    always @(*)
        casex({eight,pen,ohel})
            3'b00?:  {b10,b9} = 2'b11;
            3'b010:  {b10,b9} = {1'b1,EP};
            3'b011:  {b10,b9} = {1'b1,OP};
            3'b10?:  {b10,b9} = {1'b1, out_port_reg[7]};
            3'b110:  {b10,b9} = {EP, out_port_reg[7]};
            3'b111:  {b10,b9} = {OP, out_port_reg[7]};
            default: {b10,b9} = 2'b11;
        endcase
    assign EP = eight? ^out_port_reg : ^out_port_reg[6:0];
    assign OP = eight? !(^out_port_reg) : !(out_port_reg[6:0]);
    always @(posedge clk, posedge rst) 
        if(rst)
            shift_reg <= 11'h7FF;
        else if (write_reg) 
            shift_reg <= {b10,b9,out_port_reg[6:0],1'b0,1'b1};
        else if (btu)
            shift_reg <= {1'b1,shift_reg[10:1]};
        else 
            shift_reg <= shift_reg; 
    assign Tx = shift_reg[0];
endmodule
</file>
==> Changelog: implementation <==
### Physical design

* Slew headroom at 46.7%
* Full die area at 15900 sq um
* Ys cells at 682
* Wire length per cell at 15.2 microns
* ANT cells at 0
* Crit-path max FO at 20
* Count of final setup violators at 0
* Cell taking the most area after synthesis: dfrtp_1
* Largest net degree at the start of global routing at 57
* Clock-pin slew on the worst setup and hold paths at 0.07 ns
* Synth Cell Area at 6170 sq um
* Result of the run: finished, final reports clean
* Max clock buf depth at 2
* Fin crit share at 69.3%
* Flip-flops with a built-in enable at 0
* Ys flops at 95
* Die height at 126 microns
* Post-synth top cells: dfrtp_1, o21ai_0, nor2_1, xnor2_1, nand2_1
* Yosys top cell area share at 33.3%
* Layout cells sized above 1 at 10.2%
* Vias in the first global route at 4547
* RSZ-0062 raised after global routing: no
* Detailed Routing Iterations Pass 1 at 5
* Drt drc at 0
* Slew @ Worst Pin at 0.779 ns
* Clock period minus worst slack at 4.43 ns
* DP Wirelength at 9360 microns
* Total power draw at 1.63 mW
* Die Wd at 126 microns
* Post-route ant nets at 0
* CTS tree: done
* Core footprint at 15100 sq um
* Ports at 37
* Seq/Total Area, Yosys at 38.8%
* Worst Path Arrival at 4.67 ns
* Cell Area, Placed at 6480 sq um
* Port bufs at 24
* Hold slack at 0.385 ns
* Cell Pwr Density at 240 nW/um^2
* Initial drt markers at 338
* Initial Utilization at 40.7%
* Post-synth ARST share at 100%
* Aggregate global routing overflow at 0
* Worst min path class: register to register
* Clock sink total at 95
* Root Buffer: clkbuf_16
* Log Warnings at 44
* Most used flip-flop cell: dfrtp_1
* Synthesis Warnings at 5
* Peak Freq at 0.225 GHz
* Vias per cell at 5.62
* MaxCap Viol Count at 0
* Final hold vios at 0
* Drt total wl at 13200 microns
* H-tree depth at 3
* Row cnt at 45
* Via Count at 4903
* Yosys stat area at 6170 sq um
* Area growth, synth to finish at 9.84%
* Routability congestion estimate at 0.890
* Mapped Avg Cell Area at 9.04 sq um
* Final WS setup at 1.97 ns
* Design area at 6770 sq um
* Most frequent cell after synthesis: dfrtp_1
* Hold_buf cts at 0
* Max-slew violation count at 0
* Post-CTS Setup Inserts at 0
* VDD IR max at 173 uV
* CP Class: register to register
* Biggest area cells: dfrtp_1, dfstp_2, xnor2_1, o21ai_0, xor2_1
* CP Launch Type: register
* GRT Total Usage at 17.9%
* Clock skew at 0.00897 ns
* Setup TNS at 0 ns
* Cts repair resizes at 0
* Distinct cells, synth at 71
* Initial antenna violation count at 0
* Mapped Cells at 682
* Leakage at 2.74 nW
* Clk latency of the worst-skew pair at 0.35 ns
* Global-route wire length before repair at 22900 microns
* Crit path required time at 6.63 ns
* CTS Buf Count at 9
* Critical Path Sink Type: register
* Setup WS pre-CTS at 2.09 ns
-- report_power, final --
| part | internal (mW) | switching (mW) |
|---|---|---|
| Clock | 0.294 | 0.240 |
| Sequential | 0.647 | 0.0643 |
| Combinational | 0.166 | 0.215 |
| Total | 1.11 | 0.519 |
-- worst max-delay path, cell delays in order (launching register included) --
cell	delay, ns
dfrtp_1	0.77
inv_1	0.26
ha_1	0.44
or2_0	0.29
a22oi_1	0.21
xnor2_1	0.09
a2111oi_0	0.68
nand4_1	0.44
nor4_4	0.72
mux2_2	0.40
-- metrics by stage --
step	instances	util (%)
floorplan	682	-
CTS	872	44.7
global placement	856	42.8
finish	872	44.7
detailed placement	856	42.8
global route	872	44.7
-- cell usage in the layout, fill, tap and decap left out, types with 5 or more instances in the layout --
cell and n:
a21oi_1 19, xor2_1 35, nor2b_1 17, buf_4 8, a21o_1 5, clkdlybuf4s50_1 24
o22ai_1 5, clkbuf_16 10, nand2_1 36, nor3b_1 5, ha_1 16, a22oi_1 6
or3_1 5, nand3b_1 5, o31ai_1 7, dfrtp_1 82, nor2_1 49, o21ai_0 63
mux2i_1 9, dfstp_2 13, inv_1 29, and3_1 7, xnor2_1 39, nor3_1 25
a31oi_1 13, or2_2 8, nor4b_1 5, and4_1 5, nand3_1 31, nand4_1 13
mux2_2 15
-- final timing paths --
path                                start                     end  slack, ns  cells past startpoint
setup / recovery           UART_config[5]  RX_engine.shift_reg[9]       1.97                      9
hold / removal                   TxPED.q1                TxPED.q2       0.39                      0
setup reg to reg           UART_config[5]  RX_engine.shift_reg[9]       1.97                      9
hold reg to reg                  TxPED.q1                TxPED.q2       0.39                      0
max in group asynchronous             rst      TX_engine.count[8]       3.94                      3
min in group asynchronous             rst        RX_engine.RX_RDY       1.33                      2
-- area by class of cell --
| cell class | instances | area, sq um |
|---|---|---|
| Fill cell | 1417 | 8370 |
| Multi-Input combinational cell | 510 | 3430 |
| Sequential cell | 95 | 2390 |
| Timing Repair Buffer | 32 | 300 |
| Clock buffer | 11 | 254 |
| Tap cell | 188 | 235 |
| Inverter | 31 | 118 |
| Clock inverter | 5 | 42.5 |
-- layer usage --
layer / global-route usage, % / up-vias / part of all wire [%]
met5: 0 / - / 0
met4: 2.55 / 0 / 1.5
met3: 2.64 / 15 / 3.4
met2: 26.2 / 79 / 43
met1: 29.5 / 2377 / 52
li1: - / 2432 / -
-- cells by family (layout without fill, tap and decap cells) --
group	after synthesis	after routing	synth area share, %
AND/OR/NAND/NOR	240	240	21.4
XOR/XNOR	74	74	10.5
adder cells (fa/ha/maj)	16	16	3.25
buffers and inverters	77	79	5.76
multiplexers	24	24	4.20
AND-OR/OR-AND	156	156	16.1
flip-flops	95	95	38.8
Power and IR drop assume default switching activity.
