File: /design/flow/run.sh
#!/bin/bash
# OpenROAD 26Q1-2900-gdf79404cd8, Yosys 0.63+post, stock flow scripts
make -C /OpenROAD-flow-scripts/flow DESIGN_CONFIG=/design/flow/config.mk WORK_HOME=/design/flow/orfs finish
File: /design/flow/config.mk
export PLATFORM = sky130hd
export DESIGN_NAME = adrs_decode
export DESIGN_NICKNAME = adrs_decode
export VERILOG_FILES = /design/flow/design.v
export SDC_FILE = /design/flow/constraint.sdc
export NUM_CORES = 4
export LEC_CHECK = 1
export CORE_AREA = 10 10 70 70
export DIE_AREA = 0 0 80 80
File: /design/flow/constraint.sdc
current_design adrs_decode

set clk_period 1.3
set clk_io_pct 0.2

create_clock -name clk0 -period $clk_period

set non_clock_inputs [all_inputs -no_clocks]
set_input_delay [expr $clk_period * $clk_io_pct] -clock clk0 $non_clock_inputs
set_output_delay [expr $clk_period * $clk_io_pct] -clock clk0 [all_outputs]
File: /design/flow/design.v
`timescale 1ns / 1ps
module adrs_decode(port_id, read_strobe, write_strobe, writes,
                   reads);
    input       [15:0]      port_id;
    input                   write_strobe, read_strobe;
    output       [7:0]      writes, reads;
    reg          [7:0]      writes, reads;
    always @(*) 
        casex ({port_id[15],write_strobe,port_id[2:0]})
            5'b1_?_???: writes = 8'b0000_0000; 
            5'b0_1_000: writes = 8'b0000_0001;
            5'b0_1_001: writes = 8'b0000_0010;
            5'b0_1_010: writes = 8'b0000_0100; 
            5'b0_1_011: writes = 8'b0000_1000; 
            5'b0_1_100: writes = 8'b0001_0000;
            5'b0_1_101: writes = 8'b0010_0000;
            5'b0_1_110: writes = 8'b0100_0000;
            5'b0_1_111: writes = 8'b1000_0000;
            default: writes = 8'b0; 
        endcase 
    always @(*)
        casex ({port_id[15],read_strobe,port_id[2:0]})
            5'b1_?_???: reads = 8'b0000_0000; 
            5'b0_1_000: reads = 8'b0000_0001;
            5'b0_1_001: reads = 8'b0000_0010;
            5'b0_1_010: reads = 8'b0000_0100; 
            5'b0_1_011: reads = 8'b0000_1000; 
            5'b0_1_100: reads = 8'b0001_0000;
            5'b0_1_101: reads = 8'b0010_0000;
            5'b0_1_110: reads = 8'b0100_0000;
            5'b0_1_111: reads = 8'b1000_0000;
            default: reads = 8'b0; 
        endcase
endmodule
==> results.toml <==
# synthesis and place-and-route metrics
[setup_path]
cp_cell_sequence = "buf_6 -> or3b_4 -> buf_6 -> nor3_2 -> buf_2"
max_stage_delay_ns = 0.42
critPathLaunch = "port_id[15]"
worst_setup_path_end_kind = "output pin"
crit_top_cell = "buf_6"
crit_fanout = 4
cp.arrival_ns = 1.11
cp_slowest_cell = "or3b_4"
critPathTopFamily = "simple AND/OR/NAND/NOR gates"
required_ns = 1.04
critPathKind = "in2out"
crit_end = "writes[0]"
crit_buf_inv = 3
cp_num_cells = 5
cp-start-kind = "primary input"

[floorplanning]
rows = 21
die_w_microns = 80
die_y_microns = 80
core_area_sq_mm = 0.00342
die_area_sq_mm = 0.00640
fp_util_pct = 3.77
ios = 34

[timing]
max_slew.worst_pin.slew_ns = 0.208
setup_ws_ns = -0.0680
tns_ns = -0.317
setup_viol = 9
rsz0062_at_grt = "yes"
post-route-period-util_pct = 105
slew-limit-headroom_pct = 86.1
final-hold-violation-count = 0
fmax_mhz = 731
fin_crit_ns = 1.37
slew_viol_final = 0

[final_layout]
instances_no_fill = 103
mi_logic_area_sq_um = 164
seq_area_sq_um = 0
drive_gt1_share_pct = 71.9
n_fill_cell = 412
clock_buffers = 0
final_util_pct = 14.0
area_growth_pct = 270
flops = 0

[yosys]
syn_area_per_cell_sq_um = 5.60
syn-cell-area_sq_um = 129
ys_sh_mux_pct = 0
compound_area_share_pct = 0
yosys.cell_count.top_type = "nor2_1"
seq_area_frac_synth_pct = 0
yosys.area.top_type_share_pct = 35.0
ys_cells = 23
synth.logic.top_family = "simple AND/OR/NAND/NOR gates"
synth-simple-area-share_pct = 100
top_area_cell = "nor2_1"
synth_cell_types = 7
synth-area-yosys_sq_um = 129
top_cells_by_area = "nor2_1 (35%), or3b_4 (17%), nor3_2 (16%)"
xor_share_pct = 0
syn_inst = 23
yosysWarnings = 1
synth-adder-area-share_pct = 0

[global_route]
grt_usage_pct = 3.05
grt_pass1_wl_microns = 1560
grt_remaining_overflow = 0
grt_max_degree = 8
grt_pass1_vias = 290
antenna_found_initial = 0

[outcome]
status = "finished with violations"
violations = "setup timing"

[placement]
io_buffer_count = 22
place_congestion = 0.763
placed_cells = 91
dp_hpwl_microns = 833

[route]
wl_microns = 1050
drt_iter0_drc = 8
wire_per_inst_microns = 10.2
antennaDiodeCount = 0
viasPerCell = 2.83
first_pass_iters = 2
drc = 0
vias = 291
ant_nets = 0

[pwr]
ir_drop_mv = 0.0281
p_total_w = 0.0000885
p_per_area_mw_per_mm2 = 186
leakage_nw = 0.222

[cts]
ctsHoldBuffers = 0

[worst_hold_path]
min_path_type = "in2out"

[run]
warning_count = 46
drv_cap = 0
## through the flow
stage	cell area (sq um)	worst slack, ns	hold WS (ns)
floorplan	129	0.314	0.533
global placement	407	-0.742	1.57
detailed placement	407	-0.761	1.58
CTS	460	-0.110	0.827
global route	477	-0.123	0.856
finish	477	-0.0680	0.835
## cell families after synthesis
family           count (synthesis)
and+or+nand+nor                 23
## routing by layer
metal / global-route usage [%] / routed length, microns
met1: 3.16 / 386
met2: 5.94 / 531
met3: 1.14 / 136
met4: 0 / 0
met5: 0 / 0
## cell type report
cell class / count / share of cell area [%]
Timing Repair Buffer: 34 / 53.5
Multi-Input combinational cell: 23 / 34.4
Tap cell: 46 / 12.1
## how the worst min path moves through the flow
stage     slack (ns)       end  depth (start not counted)       start
4_1_cts         0.83  reads[0]                          3  port_id[0]
5_1_grt         0.86  reads[0]                          3  port_id[0]
6_report        0.84  reads[0]                          3  port_id[0]
## where the power goes
part	internal, W	leakage (nW)	switching [W]
clock network	0	0	0
registers	0	0	0
logic	0.0000508	0.222	0.0000376
total	0.0000508	0.222	0.0000376
## timing repair
item	in CTS	in global routing
setup endpoints to repair	16	13
gates cloned	0	0
buffers inserted	12	0
resized	78	5
pin swaps	15	5
hold endpoints to repair	0	0
## layout by cell type (no fill, tap or decap), drive strengths merged
cell type / netlist / routed
or3b: 2 / 2
nor2: 12 / 12
clkdlybuf4s15: 0 / 3
buf: 0 / 30
nand2b: 2 / 2
nand2: 1 / 1
dlygate4sd2: 0 / 1
nor3: 4 / 4
nand3b: 2 / 2
Power and IR drop assume default switching activity.
